==> design/flow/design.v <==
module part2 (SW, HEX1, HEX0);
    input [3:0] SW;
    output [6:0] HEX1, HEX0;
    wire [3:0]V;
    assign V = SW[3:0];
    wire z;
    assign z = (V[3] & (V[2] | V[1]));
    wire [3:0]A;
    assign A[3] = 0;
    assign A[2] = (V[3] & V[2] & V[1] & ~V[0]) | (V[3] & V[2] & V[1] & V[0]);
    assign A[1] = (V[3] & V[2] & ~V[1] & ~V[0]) | (V[3] & V[2] & ~V[1] & V[0]);
    assign A[0] = (V[3] & ~V[2] & V[1] & V[0]) | (V[3] & V[2] & ~V[1] & V[0]) | (V[3] & V[2] & V[1] & V[0]);
    assign HEX1[0] = z;
    assign HEX1[1] = 0;
    assign HEX1[2] = 0;
    assign HEX1[3] = z;
    assign HEX1[4] = z;
    assign HEX1[5] = z;
    assign HEX1[6] = 1;
    wire [3:0]M;
    assign M[3] = (~z & V[3]) | (z & A[3]);
    assign M[2] = (~z & V[2]) | (z & A[2]);
    assign M[1] = (~z & V[1]) | (z & A[1]);
    assign M[0] = (~z & V[0]) | (z & A[0]);
    assign HEX0[0] = ~M[1] & ((~M[3] & ~M[2] & M[0]) | (M[2] & ~M[0]));
    assign HEX0[1] = M[2] & ((~M[1] & M[0]) | (M[1] & ~M[0]));
    assign HEX0[2] = ~M[2] & M[1] & ~M[0];
    assign HEX0[3] = (M[2] & ~M[1] & ~M[0]) | (~M[2] & ~M[1] & M[0]) | (M[2] & M[1] & M[0]);
    assign HEX0[4] = M[0] | (~M[1] & M[2]);
    assign HEX0[5] = (M[1] & M[0]) | (~M[3] & ~M[2] & M[0]) | (~M[3] & ~M[2] & M[1]);
    assign HEX0[6] = (~M[3] & ~M[2] & ~M[1]) | (M[2] & M[1] & M[0]);
endmodule
==> design/flow/run.sh <==
#!/bin/bash
# OpenROAD 26Q1-2900-gdf79404cd8, Yosys 0.63+post, stock flow scripts
make -C /OpenROAD-flow-scripts/flow DESIGN_CONFIG=/design/flow/config.mk WORK_HOME=/design/flow/orfs finish
==> design/flow/config.mk <==
export PLATFORM = sky130hd
export DESIGN_NAME = part2
export DESIGN_NICKNAME = part2
export VERILOG_FILES = /design/flow/design.v
export SDC_FILE = /design/flow/constraint.sdc
export NUM_CORES = 4
export LEC_CHECK = 1
export CORE_AREA = 10 10 70 70
export DIE_AREA = 0 0 80 80
==> design/flow/constraint.sdc <==
current_design part2

set clk_period 1.8
set clk_io_pct 0.2

create_clock -name clk0 -period $clk_period

set non_clock_inputs [all_inputs -no_clocks]
set_input_delay [expr $clk_period * $clk_io_pct] -clock clk0 $non_clock_inputs
set_output_delay [expr $clk_period * $clk_io_pct] -clock clk0 [all_outputs]
==> results.sh <==
# physical design summary
export IMPL_wl_per_cell_um=8.63
export IMPL_flop_area_um2=0
export IMPL_grt_use_met2_pct=5.62
export IMPL_rsz0062_at_grt="no"
export IMPL_io_buffers=15
export IMPL_place_ws_ns=-0.574
export IMPL_postLayoutSetupSlackWorst_ns=0.0763
export IMPL_drtIter0Drc=10
export IMPL_outcome="complete, no violations"
export IMPL_worstSetupPathType="input port to output pin"
export IMPL_crit_family="buffers and inverters"
export IMPL_top_area_cell="buf_4"
export IMPL_row_count=21
export IMPL_fin_area_um2=534
export IMPL_clkbuf_count=0
export IMPL_antenna_found_initial=0
export IMPL_synth_cells=43
export IMPL_top_cell="buf_4"
export IMPL_die_h_um=80
export IMPL_grtUsageMet3_pct=0
export IMPL_critPathLaunchType="input port"
export IMPL_hp_start="SW[1]"
export IMPL_ff_count=0
export IMPL_finalPower_uw=112
export IMPL_hold_end="HEX0[1]"
export IMPL_top_cells_by_count="buf_4, nand2_1, nand2b_1, a21oi_1, o21a_1"
export IMPL_final_antenna_net_count=0
export IMPL_slowest_delay_ns=0.23
export IMPL_ys_cells=43
export IMPL_drive_above_1_share_pct=45.0
export IMPL_cts_hold_buffers=0
export IMPL_synth_area_top_cells="buf_4, nand2b_1, nand2_1"
export IMPL_syn_area_um2=263
export IMPL_fmax_ghz=0.580
export IMPL_gp_congestion=0.768
export IMPL_yosys_stat_seqShare_pct=0
export IMPL_area_growth_pct=103
export IMPL_min_period_ns=1.72
export IMPL_slew_violations=0
export IMPL_dp_cells=101
export IMPL_setup_viol=0
export IMPL_irDropWorstVdd_uv=26.8
export IMPL_core_mm2=0.00342
export IMPL_drcViolationCount=0
export IMPL_critPathMaxFanout=6
export IMPL_maxCapViolations=0
export IMPL_die_x_um=80
export IMPL_openroad_warnings=32
export IMPL_cp_slowest_cell="dlygate4sd2_1"
export IMPL_n_antenna_cell=0
export IMPL_arrival_ns=1.36
export IMPL_io_pins=18
export IMPL_hold_viol=0
export IMPL_hold_path_depth=5
export IMPL_grt_pass1_vias=333
export IMPL_grt_use_met1_pct=3.63
export IMPL_end_kind="output pin"
export IMPL_finalWirelength_um=915
export IMPL_final_cells=106
export IMPL_grt_overflow_total=0
export IMPL_fin_crit_sh_pct=95.8
export IMPL_initCoreUtil_pct=7.69
export IMPL_dieArea_mm2=0.00640
export IMPL_path_buffers=4
export IMPL_yosysTopAreaCellShare_pct=20.0
export IMPL_yosysWarnings=0
export IMPL_grt_pass1_wl_mm=1.52
export IMPL_top_usage_layer="met2"
export IMPL_syn_area_per_cell_um2=6.11
export IMPL_viasPerCell=2.88
export IMPL_yosysChipArea_um2=263
export IMPL_first_pass_iters=3
export IMPL_place_area_um2=449
export IMPL_num_vias=305
export IMPL_grt_max_degree=11
export IMPL_cp_required_ns=1.44
export IMPL_p_per_area_mw_per_mm2=209
export IMPL_hold_path_class="input port to output pin"
export IMPL_grt_use_total_pct=2.89
export IMPL_crit_chain="clkdlybuf4s15_2 > buf_6 > buf_4 > nand2_1 > o21ai_1 > a21o_1 > dlygate4sd2_1"
export IMPL_ys_types=21
export IMPL_leakage_uw=0.000250
[cell type report]
| cell class | instances | area, um2 |
|---|---|---|
| well taps | 46 | 57.6 |
| repair buffers | 27 | 234 |
| inverters | 1 | 3.75 |
| fillers | 406 | 2880 |
| multi-input cells | 32 | 239 |
[repair_timing]
action | CTS | global route
setup buffers | 5 | 0
hold endpoints to repair | 0 | 0
resized | 36 | 5
pin swaps | 2 | 2
setup endpoints to repair | 11 | 5
[worst max path at each step]
| stage | depth (start not counted) | slack [ns] | start | endpoint |
|---|---|---|---|---|
| 4_1_cts | 8 | 0.04 | SW[3] | HEX0[5] |
| 5_1_grt | 8 | 0.005 | SW[3] | HEX0[1] |
| 6_report | 7 | 0.08 | SW[2] | HEX0[3] |
[kinds of logic after synthesis]
family          synth area share (%)
fa+ha+maj                       4.76
xor+xnor                        3.33
buf+inv                         30.9
other cells                     2.86
compound gates                  29.5
simple gates                    28.6
[layout by cell type, fill, tap and decap left out]
master / Yosys / routed
nor2_1: 2 / 1
buf_2: 2 / 2
o21a_1: 3 / 2
clkdlybuf4s15_2: 0 / 2
nor2b_4: 0 / 1
ha_1: 1 / 1
o21a_4: 0 / 1
inv_1: 1 / 1
nor2_2: 0 / 1
clkbuf_2: 0 / 1
nand2_1: 6 / 5
xor2_2: 0 / 1
buf_4: 7 / 9
buf_6: 1 / 4
dlygate4sd2_1: 0 / 5
clkdlybuf4s50_1: 0 / 4
o21ai_1: 1 / 2
o22ai_2: 0 / 1
nand2_2: 0 / 1
a21oi_1: 3 / 3
nand3_1: 1 / 1
a21o_1: 1 / 1
conb_1: 2 / 3
o21bai_1: 1 / 1
o32ai_2: 0 / 1
nand2b_1: 5 / 3
nand2b_4: 0 / 2
[power by group]
group | switching, uW | internal [uW]
Clock | 0 | 0
Combinational | 42.3 | 69.3
Sequential | 0 | 0
Total | 42.3 | 69.3
[tightest hold or removal path, stage by stage]
cell and delay (ns):
buf_6 0.10, nor2b_4 0.04, buf_4 0.13, nor2_2 0.09, buf_2 0.10
[metal layers]
layer	vias up	share of wire, %
met5	-	0
met4	0	0
met3	0	3.7
met2	9	50
met1	133	46
li1	163	-
[per-stage QoR]
stage	util, %	hold WS (ns)	setup TNS (ns)
3_3_place_gp	13.2	1.75	-4.63
6_report	15.6	1.18	0
5_1_grt	15.6	1.24	0
4_1_cts	15.4	1.20	0
2_1_floorplan	-	0.764	0
3_5_place_dp	13.2	1.75	-4.65
