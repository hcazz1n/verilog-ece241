--- flow/run.sh ---
#!/bin/bash
# OpenROAD 26Q1-2900-gdf79404cd8, Yosys 0.63+post, stock flow scripts
make -C /OpenROAD-flow-scripts/flow DESIGN_CONFIG=/design/flow/config.mk WORK_HOME=/design/flow/orfs finish
--- flow/constraint.sdc ---
current_design part1

set clk_period 1.0
set clk_io_pct 0.2

create_clock -name clk0 -period $clk_period

set non_clock_inputs [all_inputs -no_clocks]
set_input_delay [expr $clk_period * $clk_io_pct] -clock clk0 $non_clock_inputs
set_output_delay [expr $clk_period * $clk_io_pct] -clock clk0 [all_outputs]
--- flow/config.mk ---
export PLATFORM = sky130hd
export DESIGN_NAME = part1
export DESIGN_NICKNAME = part1
export VERILOG_FILES = /design/flow/design.v
export SDC_FILE = /design/flow/constraint.sdc
export NUM_CORES = 4
export LEC_CHECK = 1
export CORE_AREA = 10 10 70 70
export DIE_AREA = 0 0 80 80
--- flow/design.v ---
module part1 (SW, LEDR, HEX1, HEX0);
    input [7:0] SW;
    output [7:0] LEDR;
    output [6:0] HEX1, HEX0;
    assign HEX0[0] = ~SW[1] & ((~SW[3] & ~SW[2] & SW[0]) | (SW[2] & ~SW[0]));
    assign HEX0[1] = SW[2] & ((~SW[1] & SW[0]) | (SW[1] & ~SW[0]));
    assign HEX0[2] = ~SW[2] & SW[1] & ~SW[0];
    assign HEX0[3] = (SW[2] & ~SW[1] & ~SW[0]) | (~SW[2] & ~SW[1] & SW[0]) | (SW[2] & SW[1] & SW[0]);
    assign HEX0[4] = SW[0] | (~SW[1] & SW[2]);
    assign HEX0[5] = (SW[1] & SW[0]) | (~SW[3] & ~SW[2] & SW[0]) | (~SW[3] & ~SW[2] & SW[1]);
    assign HEX0[6] = (~SW[3] & ~SW[2] & ~SW[1]) | (SW[2] & SW[1] & SW[0]);
    assign HEX1[0] = ~SW[5] & ((~SW[7] & ~SW[6] & SW[4]) | (SW[6] & ~SW[4]));
    assign HEX1[1] = SW[6] & ((~SW[5] & SW[4]) | (SW[5] & ~SW[4]));
    assign HEX1[2] = ~SW[6] & SW[5] & ~SW[4];
    assign HEX1[3] = (SW[6] & ~SW[5] & ~SW[4]) | (~SW[6] & ~SW[5] & SW[4]) | (SW[6] & SW[5] & SW[4]);
    assign HEX1[4] = SW[4] | (~SW[5] & SW[6]);
    assign HEX1[5] = (SW[5] & SW[4]) | (~SW[7] & ~SW[6] & SW[4]) | (~SW[7] & ~SW[6] & SW[5]);
    assign HEX1[6] = (~SW[7] & ~SW[6] & ~SW[5]) | (SW[6] & SW[5] & SW[4]);
endmodule
==> run summary <==
Purpose: to document the outcome of synthesis and place and route.

Final layout
The final non-filler cell area is 679.4 um^2. The share of post-route cells with drive strength above 1 is 0.7222. The count of clock-net buffers in the final layout is 0. The register area is 0 um^2. The flow measured a signed area growth from synthesis to layout of 137.1%.

The total number of sequential cells is 0.

Floorplan
The report lists the number of standard-cell rows as 21. The width of the die is 80 um. 30 I/O pins were placed. The height of the chip is 80 um. After floorplanning, the core was sized to cover 3416 um^2. The share of the core area taken by cells at floorplan is 0.08388. The area of the die is 6400 um^2.

STA
Static timing analysis puts the maximum clock frequency at 0.9081 GHz. The final count of hold timing violations is 0. After layout, the worst setup slack is -0.1012 ns. The number of slew-limit violations in the final report is 0.

The total negative slack for setup checks is -0.4955 ns. The number of failing setup endpoints in the final timing report is 8. Setup repair after global routing could not meet its margin everywhere. The final clock period utilization by the worst path is 1.101.

The minimum clock period after layout is 1.101 ns.

Status
The checks that failed: negative setup slack. The flow ran to the end, but the final reports show violations.

Synth
The sequential fraction of the synthesis area is 0. Summing every instance area after synthesis gives 286.5 um^2. The share of cell area taken by muxes after synthesis is 0. During synthesis, Yosys emitted a total of 8 warnings.

The most common cell in the synthesized netlist is buf_4. The cell-mix breakdown from Yosys lists the compound-gate area share as 0.2533. The fraction of the mapped netlist area in adder cells is 0.08734. The cell-mix breakdown from Yosys lists the simple-gate area share as 0.2445. After synthesis, the most frequently instantiated cells are buf_4, inv_1, o31ai_1. Synthesis produced a netlist whose cell count is 41. Ranked by total cell area, the synthesized netlist is headed by buf_4, o31ai_1, ha_1, buf_6, a21oi_2. The area fraction in xor and xnor cells is 0.06114. In the Yosys report the total cell count is 41. The top logic cell family in the synthesized netlist is buffers and inverters. According to the Yosys statistics, the synthesized design has a chip area of approximately 290 um^2. The share of synthesized area in the top cell type comes to 0.2096. The average cell area after synthesis is 6.988 um^2. In this run, distinct cell masters in the synthesized netlist total 16. The cell type that accounts for the most area after synthesis is buf_4.

Worst setup path
STA lists the maximum fanout along the critical path as 2. Data arrives at the worst endpoint at approximately 0.90 ns. STA classifies the critical path endpoint as an output port. The critical path startpoint category is a primary input. The kind of critical path is primary input to output port. STA puts the critical path data required time at 0.80 ns.

Job
Across all stage logs, warnings added up to 34. Max-cap violations in this run came to 0.

Place
The count of buffers inserted at the top-level ports is 22. Summed over all nets, the half-perimeter wirelength after detailed placement is 915.2 um. STA on the placed design reports a worst setup slack of -0.8634 ns. At the end of routability-driven placement, the weighted congestion stood at 0.6105. After detailed placement, the total cell area comes to 560.5 um^2.

Worst hold path
The worst hold path startpoint is SW[1]. The instance count along the most critical hold path is 3. The worst hold path terminates at HEX0[0]. The path class of the tightest hold or removal check is primary input to output port.

Detailed routing
The number of optimization iterations in the first detailed-route pass is 4. The number of antenna repair diodes is 0. The post-route DRC violation count is 0. After detailed routing, the number of vias per cell comes to 3.059.

The average routed wire per standard cell is between 9 and 10 um. Summed over all layers, the routed wires come to around 1100 um. Detailed routing inserted a total of roughly 360 vias. Once iteration 0 of detailed routing completed, the report listed 11 DRC markers.

The number of antenna-violating nets in the routed design is 0.

Global routing
The maximum number of pins on one net before global-route repair is 9. The overall track demand over capacity in global routing is 0.03048. The wire length of the first global-routing pass is about 1700 um.

The total overflow reported by the global router is 0. The number of global-route vias before repair is 388. The initial antenna violation count came to 0.

Pwr
IR analysis of the VDD net gives a maximum drop of 0.05948 mV. The design draws ~0.25 mW. Per the OpenROAD power report, leakage power amounts to 0.3251 nW. Total power normalized to cell area comes to ~370 nW/um^2.

Clock network
Buffers inserted to repair hold after CTS numbered 0.
-- stage by stage --
| stage | hold WS, ns | cells | utilization |
|---|---|---|---|
| floorplan | 0.4099 | 48 | - |
| global placement | 1.446 | 113 | 0.1641 |
| detailed placement | 1.447 | 113 | 0.1641 |
| CTS | 0.6912 | 118 | 0.1923 |
| global route | 0.7220 | 118 | 0.1989 |
| finish | 0.6980 | 118 | 0.1989 |
-- kinds of logic after synthesis --
logic type / after synthesis
other: 1
AND/OR/NAND/NOR: 12
buffers and inverters: 14
AND-OR/OR-AND: 10
adder cells (fa/ha/maj): 2
XOR/XNOR: 2
-- power breakdown --
group	switching, mW	internal, mW
clock	0	0
combinational	0.0959	0.155
sequential	0	0
-- per-layer routing --
| metal | GRT usage | vias to the layer above | wire (um) |
|---|---|---|---|
| li1 | - | 184 | - |
| met1 | 0.03232 | 166 | 450 |
| met2 | 0.06019 | 11 | 589 |
| met3 | 0.009091 | 0 | 86 |
| met4 | 0 | 0 | 0 |
| met5 | 0 | - | 0 |
-- placed cells by master, fill, tap and decap left out, types with 2 or more instances in the layout --
master	synthesis	layout
buf_4	8	4
and2_4	0	2
a21oi_2	2	2
inv_1	4	3
conb_1	1	8
o21ai_1	0	2
buf_6	2	15
nor2_1	2	2
nand3_2	0	2
ha_4	0	2
nand2b_4	0	2
o31ai_4	0	2
buf_2	0	14
nor3_2	0	2
a21o_1	2	2
-- area by class of cell --
class              instances  area, um^2
fillers                  384        2736
inverters                  4       15.01
multi-input cells         34       322.8
well taps                 46       57.56
repair buffers            34       284.0
-- worst max path at each step --
stage	end	depth (start not counted)	slack, ns	startpoint
4_1_cts	HEX0[0]	4	-0.13	SW[3]
5_1_grt	HEX1[0]	4	-0.13	SW[7]
6_report	HEX0[0]	4	-0.10	SW[3]
-- what timing repair did --
item	in CTS	in global routing
endpoints found under the setup margin	14	12
buffers inserted	5	0
resized	108	4
pin swaps	9	5
-- critical path, stage by stage --
cell and delay (ns):
buf_6 0.09, or3b_4 0.38, a21oi_2 0.12, buf_2 0.10
Power and IR drop assume default switching activity.
